===== flow/run.sh =====
#!/bin/bash
# OpenROAD 26Q1-2900-gdf79404cd8, Yosys 0.63+post, stock flow scripts
make -C /OpenROAD-flow-scripts/flow DESIGN_CONFIG=/design/flow/config.mk WORK_HOME=/design/flow/orfs finish

===== flow/config.mk =====
export PLATFORM = sky130hd
export DESIGN_NAME = top
export DESIGN_NICKNAME = top
export VERILOG_FILES = /design/flow/design.v
export SDC_FILE = /design/flow/constraint.sdc
export NUM_CORES = 4
export LEC_CHECK = 1
export CORE_UTILIZATION = 30

===== flow/constraint.sdc =====
current_design top

set clk_period 1.0
set clk_io_pct 0.2

create_clock -name clk0 -period $clk_period [get_ports {i_clock}]

set non_clock_inputs [all_inputs -no_clocks]
set_input_delay [expr $clk_period * $clk_io_pct] -clock clk0 $non_clock_inputs
set_output_delay [expr $clk_period * $clk_io_pct] -clock clk0 [all_outputs]

===== flow/design.v =====
`timescale 1ns / 1ps
module alu#(parameter N = 8, 
parameter N_op = 6)
(
    input wire signed [N-1:0] date_a,
    input wire signed [N-1:0] date_b,
    input wire [N_op-1:0] op,
    output reg [N-1:0] result
);
always@(*)begin
    if(op == 32)begin
        result = date_a + date_b;    
    end
    else if( op == 34 )begin
        result = date_a - date_b;    
    end
    else if( op == 36 )begin
        result = date_a & date_b;    
    end
    else if( op == 37 )begin
        result = date_a | date_b;    
    end
    else if( op == 38 )begin
        result = date_a ^ date_b;    
    end
    else if( op == 3 )begin
        result = date_a >>> date_b;  
    end
    else if( op == 2 )begin
        result = date_a >> date_b;   
    end
    else if( op == 39 )begin
        result = ~(date_a | date_b);    
    end
end
endmodule
`timescale 1ns / 1ps
module interfaces#(
    parameter N = 8,
    parameter N_op = 6,
    parameter N_switches = 3
    )(
    input wire signed [N - 1:0] input_switches,
    input wire [N_switches - 1:0] input_buttons,
    input wire input_clock,
    input wire input_reset,
    output reg signed [N-1:0]output_a,
    output reg signed [N-1:0]output_b,
    output reg signed [N-1:0]output_op
    );
    always@(posedge input_clock)begin
        if(input_buttons == 1) begin
            output_a <= input_switches;
        end
        if(input_buttons == 2) begin
            output_b <= input_switches;
        end
        if(input_buttons == 4) begin
            output_op <= input_switches;
        end
    end
endmodule
`timescale 1ns / 1ps
module top#(parameter N = 8,
parameter N_op = 6,
parameter N_buttons = 6, 
parameter N_switches = 3
    )(
    input wire signed [N - 1:0] i_switches,
    input wire [N_switches - 1:0] i_buttons,
    input wire i_clock,
    input wire i_reset,
    output wire signed [N - 1:0] o_leds
    );
    wire signed [N - 1:0] conn_a;
    wire signed [N - 1:0] conn_b;
    wire signed [N_op - 1:0] conn_op;
    interfaces interfaces_instance(
        .input_switches(i_switches),
        .input_buttons(i_buttons),
        .input_clock(i_clock),
        .input_reset(i_reset),
        .output_a(conn_a),
        .output_b(conn_b),
        .output_op(conn_op)
    );
    alu alu_instance(
        .date_a(conn_a),
        .date_b(conn_b),
        .op(conn_op),
        .result(o_leds)
    );
endmodule

==> summary.txt <==
run metrics: setup_tns 0 ps, CTS tree yes, Tcrit/Tclk final 93.20%, Top Layout Cells inv_1, ha_1, edfxtp_1, Fin. Hold Viols 0, Switching Fraction 26.41%, Gate Area 1645 um2, drt wl/cell 15.86 um, area reported by Yosys stat 2582 um2, crit path to interfaces_instance.output_b[5], Core Rows 33, Pint 1943 uW, # Cells Yosys 297, CP arrival 890 ps, Vias 2296, outcome finished clean, Reg clk slew, reported paths 70 ps, final instance area 2965 um2, power share of the sequential group 45.5%, cells along the critical path dlygate4sd2_1, nor3b_2, buf_4, area delta synth->final 14.83%, Commonest Layout Cell inv_1, Final Max Slew Viols 0, crit path from i_buttons[1], dpl hpwl 4.884 mm, largest net degree at the start of global routing 32, fp util 31.27%, fin util 35.91%, Post-route DRC 0, peak supply drop 1.061 mV, register pins left without a clock 8, Tmin final 932.0 ps, Max Clk Rate 1073 MHz, Syn Area/Cell 8.695 um2, # fillers 882, worst slew pin tran 700.2 ps, number of unconstrained endpoints 16, Die Span Y 94.78 um, post-synth cell types 61, WP depth 3, gpl congestion 0.9209, Synth Instances 297, Synth Register Bits 30, crit-path max cell delay 290 ps, Hold WC Path Type input port to flip-flop, grt total ovfl 0, vias in the first global route 2174, root buffer cell clkbuf_8, Critical Path Fanout Max 8, first-pass GRT wire length 10.81 mm, CTS Buffer Depth 2, clock power share 29.7%, Top Family by Delay on Critical Path buffers and inverters, layout cell share with drive strength beyond 1 7.792%, Total GRT Usage 15.67%, Final ANT Viol Nets 0, TritonRoute pass-1 iters 4, worst hold margin 531.0 ps, CTS Hold Buffers Added 0, # H-tree levels 1, Setup-failing EPs final 0, initial antenna violation count 0, Routed WL 6.550 mm, Buf/Inv on CP 2, Critical Path RT 960 ps, FFs w/ async S/R, synth 0%, Synth Flop Type edfxtp_1, vias per cell 5.559, Leakage 0.001143 uW, CP max stage cell dlygate4sd2_1, startpoint type of the worst setup path input port, Die Width 94.78 um, RSZ-0062 raised after global routing false, EDFF count, synth 22, register area 780.7 um2, mapped cell area 2582 um2, Placement Cell Area 2880 um2, Max Cap Viol 0, Crit Path Category input port to flip-flop, chip area 8983 um2, Setup WS post-layout 68.00 ps, port bufs 19, Psw 697.3 uW, initial drt markers 170, clock buffer count from CTS 3, Core ar. 8258 um2, tool warning count 41, Crit. End Element flip-flop, DP Worst Slack -407.7 ps, P per Cell Area 890.4 nW/um2, ANT cells 0, Comb pwr share 24.8%, IO Pins 21, worst relative slew slack 53.32%, Yosys warnings 3
==> through the flow <==
stage	cells	total power [uW]
finish	413	2640
CTS	413	2654
detailed placement	408	1868
global placement	408	1865
global route	413	2775
floorplan	297	1629
==> routing by layer <==
| layer | vias up | track usage (%) | wire [um] |
|---|---|---|---|
| met4 | 0 | 1.641 | 35 |
| met2 | 65 | 24.46 | 2969 |
| met1 | 1084 | 25.13 | 3304 |
| met5 | - | 0 | 0 |
| li1 | 1141 | - | - |
| met3 | 6 | 1.062 | 240 |
==> synth_stat cells, drive strengths merged (2+ instances only) <==
master    n  area, um2
a211oi    3      22.52
nand4     3      18.77
nor2     17      63.81
and2      2      12.51
fa        2      40.04
nand2b    2      12.51
or4       3      26.27
and3      4      25.02
o22ai     2      12.51
o21bai    3      22.52
a21oi    19      95.09
inv      24      90.09
o211ai    3      22.52
nand4b    4      35.03
mux2i    11      110.1
nor3      7      46.30
nor3b     8      60.06
a2111oi   4      41.29
o311ai    2      17.52
o221ai    2      17.52
ha       23      287.8
nand3    12      60.06
a211o     2      17.52
edfxtp   22      660.6
a31oi     5      31.28
dlxtn     8      120.1
buf       7      38.79
and4b     2      20.02
or3       3      18.77
mux2      2      22.52
o21ai    25      125.1
nor4      2      25.02
o31ai     2      15.01
nand2    21      78.83
clkbuf   12      45.04
xnor2     2      17.52
a221oi    5      50.04
==> how the worst min path moves through the flow <==
| stage | cells past startpoint | to | slack, ps | from |
|---|---|---|---|---|
| after CTS | 1 | interfaces_instance.output_a[7] | 530 | i_switches[7] |
| after global routing | 1 | interfaces_instance.output_a[7] | 530 | i_switches[7] |
| final | 1 | interfaces_instance.output_b[6] | 530 | i_switches[6] |
==> what timing repair did <==
action	CTS	global route
resized	5	0
hold endpoints to repair	0	0
setup endpoints to repair	22	0
buffers inserted	2	0
==> logic make-up after synthesis <==
logic type / synth area share (%)
muxes: 6.008
xor gates and xnor gates: 1.018
AOI/OAI and AO/OA: 22.72
and+or+nand+nor: 20.45
latches: 4.651
adders and majority gates: 12.69
DFF: 25.58
buffers and inverters: 6.880
==> power by group through the flow <==
| stage | combinational [uW] | clock (uW) | sequential (uW) |
|---|---|---|---|
| CTS | 652 | 801 | 1200 |
| global route | 729 | 833 | 1210 |
| finish | 654 | 784 | 1200 |
==> layout make-up <==
type	count	area share, %
Clock inverter	1	1.013
Clock buffer	3	1.392
Tap cell	105	4.430
Timing Repair Buffer	26	8.186
Sequential cell	30	26.33
Inverter	25	3.165
Multi-Input combinational cell	223	55.49
==> registers in the layout, indices dropped and copies added (netlist names) <==
signal                         cells
alu_instance.result                8
interfaces_instance.output_a       8
interfaces_instance.output_b       8
interfaces_instance.output_op      6
Power is estimated from default activity; no workload was simulated.
